**./design.v**
```verilog
`timescale 1ns / 1ps
module Seven_Segment_Sub_Module
(
input i_Clk,			 
input [3:0] Count,		 
output o_Segment_A,		 
output o_Segment_B,	
output o_Segment_C,
output o_Segment_D,	
output o_Segment_E,
output o_Segment_F,
output o_Segment_G				
);
reg [6:0] Display = 0;  
always@(posedge i_Clk)
	begin
		case(Count)
			4'b0000: Display <= 7'b0000001;		 
			4'b0001: Display <= 7'b1001111;		 
			4'b0010: Display <= 7'b0010010;		 
			4'b0011: Display <= 7'b0000110; 	 
			4'b0100: Display <= 7'b1001100; 	 
			4'b0101: Display <= 7'b0100100; 	 
			4'b0110: Display <= 7'b0100000; 	 
			4'b0111: Display <= 7'b0001111; 	 
			4'b1000: Display <= 7'b0000000; 	 
			4'b1001: Display <= 7'b0000100;		 
			4'b1010: Display <= 7'b0000010;		 
			4'b1011: Display <= 7'b1100000;		 
			4'b1100: Display <= 7'b0110001;		 
			4'b1101: Display <= 7'b1000010;		 
			4'b1110: Display <= 7'b0110000;		 
			4'b1111: Display <= 7'b0111000;		 
			default: Display <= 7'b0000001;		 
		endcase
	end
assign o_Segment_A = Display[6];				 
assign o_Segment_B = Display[5];				 
assign o_Segment_C = Display[4];				 
assign o_Segment_D = Display[3];				 
assign o_Segment_E = Display[2];				 
assign o_Segment_F = Display[1];				 
assign o_Segment_G = Display[0];				 
endmodule
`timescale 1ns / 1ps
module UART_RX
#(
parameter CLKS_PER_BIT = 868		 
)
(
input i_Clk,			 
input i_RX_Serial,		 
output o_RX_DV,			 
output [7:0] o_RX_Byte	 
);
   parameter [2:0] IDLE = 3'b000        ,	 
                RX_START_BIT = 3'b001   ,	 
                RX_DATA_BITS = 3'b010   , 	 
                RX_STOP_BIT = 3'b011    ,	 
                CLEANUP = 3'b100        ;    
reg [9:0] r_Clock_Count = 0;			 
reg r_RX_DV = 1'b0;						 
reg [7:0] r_RX_BYTE = 0;				 
reg [2:0] r_Bit_Index = 0;				 
reg [2:0] r_State = 0;					 
	always@(posedge i_Clk)
		begin
			case(r_State)
				IDLE :					 
					begin
						r_Clock_Count <= 0;
						r_Bit_Index <= 0;
						r_RX_DV <= 1'b0;
						if(i_RX_Serial == 1'b0)
							r_State <= RX_START_BIT;
						else
							begin
							r_State <= IDLE;
							end
					end
				RX_START_BIT:			 
					begin
						if(r_Clock_Count == (CLKS_PER_BIT-1)/2)		 
							begin
								if(i_RX_Serial == 1'b0)
									begin
										r_Clock_Count <= 0;
										r_State <= RX_DATA_BITS;
									end
								else
									r_State <= IDLE;	
							end
						else
							begin
								r_Clock_Count <= r_Clock_Count + 1;
								r_State <= RX_START_BIT;
							end
					end
				RX_DATA_BITS:			 
					begin
						if(r_Clock_Count < CLKS_PER_BIT-1)		 
							begin
								r_Clock_Count <= r_Clock_Count + 1;
								r_State <= RX_DATA_BITS;
							end
						else
							begin
								r_Clock_Count <= 0;
								r_RX_BYTE[r_Bit_Index] <= i_RX_Serial;	 
								if(r_Bit_Index <7)
									begin
										r_Bit_Index <= r_Bit_Index + 1;
										r_State <= RX_DATA_BITS;
									end
								else
									begin
										r_Bit_Index <= 0;
										r_State <= RX_STOP_BIT;
									end
							end
					end
				RX_STOP_BIT:			 
					begin
						if(r_Clock_Count < CLKS_PER_BIT-1)
							begin
								r_Clock_Count <= r_Clock_Count + 1;
								r_State <= RX_STOP_BIT;
							end
						else
							begin
								r_RX_DV <= 1'b1;
								r_Clock_Count <= 0;
								r_State <= CLEANUP;
							end
					end
				CLEANUP:
					begin
						r_RX_DV <= 1'b0;
						r_State <= IDLE;
					end
				default:
				r_State <= IDLE;
			endcase
		end
assign o_RX_Byte = r_RX_BYTE;		 
assign o_RX_DV = r_RX_DV;
endmodule
`timescale 1ns / 1ps
module UART_TX
#
(
parameter CLKS_PER_BIT = 868		 
)
(
input i_Clk,
input i_TX_DV,						 
input [7:0] i_TX_BYTE,				 
output reg o_TX_SERIAL,				 
output o_TX_ACTIVE,					 
output o_TX_DONE					 
);
parameter [2:0] IDLE = 3'b000;			 
parameter [2:0] START_BIT = 3'b001;		 
parameter [2:0] DATA_BITS = 3'b010;		 
parameter [2:0] STOP_BIT = 3'b011;		 
parameter [2:0] CLEANUP = 3'b100;		 
reg [2:0] r_STATE = 0;					 
reg [9:0] r_Clock_Count = 0;			 
reg [2:0] r_BIT_INDEX = 0;				 
reg [7:0] r_TX_BYTE = 0;				 
reg r_TX_ACTIVE = 0;					 
reg r_TX_DONE = 0;						 
always@(posedge i_Clk)
	begin
		case(r_STATE)
			IDLE:
				begin
					r_Clock_Count <= 0;
					r_BIT_INDEX <= 0;
					r_TX_DONE <= 1'b0;
					o_TX_SERIAL <= 1'b1;
					if(i_TX_DV == 1'b1)
						begin
							r_TX_ACTIVE <= 1'b1;
							r_TX_BYTE <= i_TX_BYTE;
							r_STATE <= START_BIT;
						end
					else
						r_STATE <= IDLE;
				end
			START_BIT:
				begin
					o_TX_SERIAL <= 1'b0;
					if(r_Clock_Count < CLKS_PER_BIT -1)
						begin
							r_Clock_Count <= r_Clock_Count + 1;
							r_STATE <= START_BIT;	
						end
					else
						begin
							r_Clock_Count <= 0;
							r_STATE <= DATA_BITS;
						end
				end
			DATA_BITS:
				begin
					o_TX_SERIAL <= r_TX_BYTE[r_BIT_INDEX];
					if(r_Clock_Count < CLKS_PER_BIT -1)
						begin
							r_Clock_Count <= r_Clock_Count + 1;
							r_STATE <= DATA_BITS;
						end
					else
						begin
							r_Clock_Count <= 0;
							if(r_BIT_INDEX < 7)
								begin
									r_BIT_INDEX <= r_BIT_INDEX + 1;
									r_STATE <= DATA_BITS;
								end
							else
								begin
									r_BIT_INDEX <= 0;
									r_STATE <= STOP_BIT;
								end
						end
				end
			STOP_BIT:
				begin
					o_TX_SERIAL <= 1'b1;
						if(r_Clock_Count < CLKS_PER_BIT -1)
							begin
								r_Clock_Count <= r_Clock_Count + 1;
								r_STATE <= STOP_BIT;
							end
						else
							begin
								r_Clock_Count <= 0;
								r_STATE <= CLEANUP;
								r_TX_DONE <= 1'b1;
								r_TX_ACTIVE <= 1'b0;
							end
				end
			CLEANUP:
				begin
					r_STATE <= IDLE;
					r_TX_DONE <= 1'b1;
				end
			default:
				r_STATE <= IDLE;
		endcase
	end
assign o_TX_ACTIVE = r_TX_ACTIVE;
assign o_TX_DONE = r_TX_DONE;
endmodule
`timescale 1ns / 1ps
module Uart_Top(
input i_Clk,						  
input i_UART_RX,					  
output o_UART_TX,					  
output reg o_Segment_A,				  
output reg o_Segment_B,
output reg o_Segment_C,
output reg o_Segment_D,
output reg o_Segment_E,
output reg o_Segment_F,
output reg o_Segment_G,
output reg [7:0] o_Anode			  
 );
parameter c_CLKS_PER_BIT = 868;		 
wire w_RX_DV;						 
wire [7:0] w_RX_Byte;				 
wire w_TX_SERIAL;					 
wire w_TX_ACTIVE;					 
UART_RX								 
#
(
.CLKS_PER_BIT(c_CLKS_PER_BIT)
)
Inst_1
(
.i_Clk(i_Clk),
.i_RX_Serial(i_UART_RX),		
.o_RX_DV(w_RX_DV),
.o_RX_Byte(w_RX_Byte)	
);
UART_TX 							 
#
(
.CLKS_PER_BIT(c_CLKS_PER_BIT)
)
Inst_2
(
.i_Clk(i_Clk),
.i_TX_DV(w_RX_DV),						
.i_TX_BYTE(w_RX_Byte),
.o_TX_SERIAL(w_TX_SERIAL),
.o_TX_ACTIVE(w_TX_ACTIVE),
.o_TX_DONE()
);
assign o_UART_TX = w_TX_ACTIVE ? w_TX_SERIAL : 1'b1;  
wire w_Segment1_A, w_Segment2_A;	 
wire w_Segment1_B, w_Segment2_B;
wire w_Segment1_C, w_Segment2_C;
wire w_Segment1_D, w_Segment2_D;
wire w_Segment1_E, w_Segment2_E;
wire w_Segment1_F, w_Segment2_F;
wire w_Segment1_G, w_Segment2_G;
Seven_Segment_Sub_Module Inst_3		 
(
.i_Clk(i_Clk),
.Count(w_RX_Byte[7:4]),				 
.o_Segment_A(w_Segment1_A),
.o_Segment_B(w_Segment1_B),
.o_Segment_C(w_Segment1_C),
.o_Segment_D(w_Segment1_D),
.o_Segment_E(w_Segment1_E),
.o_Segment_F(o_Segment1_F),
.o_Segment_G(w_Segment1_G)
);
Seven_Segment_Sub_Module Inst_4		 
(
.i_Clk(i_Clk),
.Count(w_RX_Byte[3:0]),				 
.o_Segment_A(w_Segment2_A),
.o_Segment_B(w_Segment2_B),
.o_Segment_C(w_Segment2_C),
.o_Segment_D(w_Segment2_D),
.o_Segment_E(w_Segment2_E),
.o_Segment_F(w_Segment2_F),
.o_Segment_G(w_Segment2_G)
);
reg [19:0] Mounter = 0;			 
parameter MOUNT = 1000000;		 
always@(posedge i_Clk)
begin
Mounter <= Mounter + 1;
if(Mounter < MOUNT)
begin
if(Mounter < MOUNT / 2)			 
begin
o_Anode <= 8'b01111111;
o_Segment_A <= w_Segment1_A;	 
o_Segment_B <= w_Segment1_B;
o_Segment_C <= w_Segment1_C;
o_Segment_D <= w_Segment1_D;
o_Segment_E <= w_Segment1_E;
o_Segment_F <= o_Segment1_F;
o_Segment_G <= w_Segment1_G;
end
else 
begin
o_Anode <= 8'b10111111;			 
o_Segment_A <= w_Segment2_A;	 
o_Segment_B <= w_Segment2_B;
o_Segment_C <= w_Segment2_C;
o_Segment_D <= w_Segment2_D;
o_Segment_E <= w_Segment2_E;
o_Segment_F <= w_Segment2_F;
o_Segment_G <= w_Segment2_G;
end
end
else
Mounter <= 0;					
end 
endmodule
```
**./config.mk**
```make
export PLATFORM = sky130hd
export DESIGN_NAME = Uart_Top
export DESIGN_NICKNAME = Uart_Top
export VERILOG_FILES = /design/flow/design.v
export SDC_FILE = /design/flow/constraint.sdc
export NUM_CORES = 4
export LEC_CHECK = 1
export CORE_UTILIZATION = 50
```
**./constraint.sdc**
```tcl
current_design Uart_Top

set clk_period 4.1
set clk_io_pct 0.2

create_clock -name clk0 -period $clk_period [get_ports {i_Clk}]

set non_clock_inputs [all_inputs -no_clocks]
set_input_delay [expr $clk_period * $clk_io_pct] -clock clk0 $non_clock_inputs
set_output_delay [expr $clk_period * $clk_io_pct] -clock clk0 [all_outputs]
```
**./run.sh**
```bash
#!/bin/bash
# OpenROAD 26Q1-2900-gdf79404cd8, Yosys 0.63+post, stock flow scripts
make -C /OpenROAD-flow-scripts/flow DESIGN_CONFIG=/design/flow/config.mk WORK_HOME=/design/flow/orfs finish
```
==> Changelog: implementation <==
### Implementation results

- Status: finished clean
- FMAX: around 0.48 GHz
- Die Y: between 90 and 100 um
- I/O pins: 18
- Largest net degree at the start of global routing: 22
- Setup TNS: 0 ns
- Antenna diodes: 0
- Routed vias: 3015
- 1st-iter DRT viols: ~120
- Asr flop ratio synth: 0%
- Crit path from: Inst_2.r_Clock_Count[0]
- CP arrival: around 2.3 ns
- Antenna violations before repair: 0
- Placed insts: roughly 550
- Peak VDD IR: 0.133 mV
- Tool warning count: roughly 40
- Synthesis-to-finish area growth: 7.81%
- Core area: 0.00885 sq mm
- # H-tree levels: 3
- DP Wirelength: between 5000 and 6000 um
- Vias per cell: 5.31
- Routability Congestion: between 0.8 and 0.9
- Die area: just under 0.01 sq mm
- Static Leak: 1.91 nW
- Top Layout Cells: 54 x edfxtp_1, 52 x nor2_1, 40 x dfxtp_1
- Drc violations: 0
- Synth flops: ~94
- CTS tree: built
- Postcts setup bufs: 0
- Port Buffer Count: 11
- Most used logic cell in the final layout: edfxtp_1
- Non-filler cells, final: 568
- Final setup viols: 0
- Std cell rows: 34
- Mapped Cells: 446
- CTS Hold Bufs: 0
- Clk slew on worst S/H paths: around 0.1 ns
- Post-synth top flop: edfxtp_1
- Floorplan Utilization: approximately 53%
- Final min period: about 2.1 ns
- Crit-path cells: ha_1 -> nor4_1 -> o21ai_0 -> or3_1 -> nor2_1
- Maximum buffer depth of the clock tree: 2
- WS Path Type: register to register
- Crit path required time: ~4.3 ns
- Buffers & Inverters on Critical Path: 0
- Final Hold Fails: 0
- Reg2reg start: Inst_2.r_Clock_Count[0]
- Worst path max stage delay: 0.57 ns
- RSZ-0062 raised after global routing: false
- First-pass GRT wire length: ~13000 um
- Share of cells above drive strength 1: 8.70%
- Netlist cell types: around 54
- Max-cap violation count: 0
- Total clock buffers created by CTS: 9
- Worst path top cell family by delay: simple AND/OR/NAND/NOR gates
- DR pass1 iterations: 6
- Post-route setup slack: between 2 and 2.5 ns
- Slew headroom: between 60% and 70%
- Root Driver: clkbuf_8
- Setup crit end kind: register
- Die Span X: approximately 98 um
- Grt ovf: 0
- Routed wire length: between 7000 and 8000 um
- EDFF count, synth: around 54
- Max Slew Vio Count: 0
- Pre-CTS WS: between 1.5 and 2 ns
- Total power: about 1.6 mW
- Worst hold path type: register to register
- Yosys stat chip area: approximately 0.0046 sq mm
- ANT nets after route: 0
- Clock latency on the worst-skew pair: 0.35 ns
- Tot GR Track Use: 17.6%
- Hold_sp: Mounter[0]
- Crit-path slowest cell: or3_1
- Sink Count: ~94
- Clock Skew: between 0.01 and 0.015 ns
- Worst-Margin Slew: ~0.56 ns
- Pwr Density: 310 mW/mm^2
- Vias in the first global route: around 2900
- Synth Seq Share: about 52%
- Post-Synthesis Cell Area: ~0.0046 sq mm
- Wire length per cell: roughly 13 um
- Gates resized, CTS repair: 0
- # Cells Yosys: 446
- Fillers: 745
- Synthesized area per cell: 10.4 sq um
- Crit share post-route: roughly 51%
- Ys Warns: 5
- Worst setup SP type: register
- Max FO, Critical Path: 10
## metrics by stage
stage	utilization, %	area (sq um)	hold slack [ns]
after global placement	54.6	4830	0.442
after CTS	56.6	5010	0.471
after detailed placement	54.6	4830	0.451
after floorplan	-	4670	0.424
after global routing	56.6	5010	0.499
final	56.6	5010	0.464
## area by class of cell
| cell class | instances | area, sq um | share of cell area [%] |
|---|---|---|---|
| clock buffer | 9 | 124 | 2.47 |
| clock inverter | 7 | 58.8 | 1.17 |
| inverter | 25 | 93.8 | 1.87 |
| multi-input combinational | 310 | 2040 | 40.6 |
| sequential | 94 | 2420 | 48.4 |
| tap | 108 | 135 | 2.70 |
| timing repair buffer | 15 | 140 | 2.80 |
## metal layers
metal / share of wire (%) / routed length, um / global-route usage (%) / vias to the layer above
li1: - / - / - / 1596
met1: 52 / 3870 / 30.6 / 1355
met2: 42 / 3110 / 24.7 / 60
met3: 4.8 / 356 / 4.29 / 4
met4: 0.72 / 53 / 2.07 / 0
met5: 0 / 0 / 0 / -
## state kept, by name, summed over array words and instances, names as in the netlist, 2 cells and up
signal and cells:
Inst_1.r_RX_BYTE 8, Inst_4.Display 7, Inst_2.r_STATE 3, Inst_2.r_BIT_INDEX 3
Mounter 20, Inst_1.r_State 3, Inst_3.Display 7, Inst_2.r_Clock_Count 10
Inst_2.r_TX_BYTE 8, Inst_1.r_Clock_Count 10, Inst_1.r_Bit_Index 3, o_Anode 2
## worst paths after layout
kind / depth (start not counted) / slack (ns) / to
worst max-delay path: 5 / 2.00 / Inst_2.r_Clock_Count[5]
worst min-delay path: 1 / 0.46 / Mounter[0]
worst max register to register: 5 / 2.00 / Inst_2.r_Clock_Count[5]
worst min register to register: 1 / 0.46 / Mounter[0]
## power breakdown
part / total, mW / switching, mW / internal, mW
clock network: 0.565 / 0.336 / 0.229
logic: 0.00303 / 0.00164 / 0.00140
registers: 0.985 / 0 / 0.985
total: 1.55 / 0.338 / 1.22
## logic make-up after synthesis
kind of cell	Yosys count	share of synthesized area, %
AND-OR/OR-AND	60	8.05
AND/OR/NAND/NOR	176	19.2
multiplexers	15	4.28
XOR/XNOR	31	5.84
flip-flops	94	52.1
other	1	0.0807
buffers and inverters	47	4.47
adder cells (fa/ha/maj)	22	5.92
## cells in the mapped netlist, drive strengths merged, types with 5 or more instances
master | n | area share [%]
or3 | 8 | 1.1
a21oi | 14 | 1.5
and3 | 6 | 0.81
o21ai | 22 | 2.4
a211oi | 5 | 0.81
or4 | 6 | 1.1
nor4 | 6 | 0.81
xor2 | 11 | 2.1
inv | 25 | 2.0
xnor2 | 20 | 3.8
buf | 8 | 1.3
nor3 | 13 | 1.4
nor2 | 53 | 4.3
dfxtp | 40 | 17
ha | 22 | 5.9
nand2 | 33 | 2.7
clkbuf | 14 | 1.2
mux2 | 9 | 2.2
edfxtp | 54 | 35
nand4 | 8 | 1.5
nand3 | 23 | 2.5
Power is estimated from default activity; no workload was simulated.
